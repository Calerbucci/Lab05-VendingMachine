File: flow/run.sh
#!/bin/bash
# OpenROAD 26Q1-2900-gdf79404cd8, Yosys 0.63+post, stock flow scripts
make -C /OpenROAD-flow-scripts/flow DESIGN_CONFIG=/design/flow/config.mk WORK_HOME=/design/flow/orfs finish
File: flow/config.mk
export PLATFORM = sky130hd
export DESIGN_NAME = lab05
export DESIGN_NICKNAME = lab05
export VERILOG_FILES = /design/flow/design.v
export SDC_FILE = /design/flow/constraint.sdc
export NUM_CORES = 4
export LEC_CHECK = 1
export CORE_UTILIZATION = 50
File: flow/constraint.sdc
current_design lab05

set clk_period 4.8
set clk_io_pct 0.2

create_clock -name clk0 -period $clk_period [get_ports {clk}]

set non_clock_inputs [all_inputs -no_clocks]
set_input_delay [expr $clk_period * $clk_io_pct] -clock clk0 $non_clock_inputs
set_output_delay [expr $clk_period * $clk_io_pct] -clock clk0 [all_outputs]
File: flow/design.v
module ClockDivider(clk, clk_r);
    parameter n = 13;
    input clk;
    output clk_r;
    reg[n - 1:0] cnt;
    always @(posedge clk) begin
        cnt <= cnt + 1;
    end
    assign clk_r = cnt[n - 1];
endmodule
module LED7SEG(DIGIT, DISPLAY, clk, BCD3, BCD2, BCD1, BCD0
    );
input clk;
input [3:0] BCD3;
input [3:0] BCD2;
input [3:0] BCD1;
input [3:0] BCD0;
output reg [3:0] DIGIT;
output [6:0] DISPLAY;
reg [3:0] value;
	always @ ( posedge clk) begin	
		case(DIGIT) 
			4'b0111: begin
			    value = BCD2;
				DIGIT <= 4'b1011;
			end
			4'b1011: begin
			    value = BCD1;
				DIGIT <= 4'b1101;
			end
			4'b1101: begin
				value = BCD0;
				DIGIT <= 4'b1110;
			end
			4'b1110: begin
				value = BCD3;
				DIGIT <= 4'b0111;
			end
			default begin
				DIGIT <= 4'b1110;
			end
		endcase	
	end
	assign DISPLAY = (value==4'd0) ? 7'b0000001 :
						(value==4'd1) ? 7'b1001111 :
						(value==4'd2) ? 7'b0010010 :
						(value==4'd3) ? 7'b0000110 :
						(value==4'd4) ? 7'b1001100 :
						(value==4'd5) ? 7'b0100100 :
						(value==4'd6) ? 7'b0100000 :
						(value==4'd7) ? 7'b0001111 :
						(value==4'd8) ? 7'b0000000 : 
						(value==4'd9) ? 7'b0000100 :
						(value==4'd10) ? 7'b0100111 :     
						(value==4'd11) ? 7'b1100011 :     
						(value==4'd12) ? 7'b0111011 :     
						(value==4'd13) ? 7'b1110010 :     
						(value==4'd14) ? 7'b0111000 :     
						(value==4'd15) ? 7'b0110000 :     
                 						7'b1111111;
endmodule
module debounce(pb_debounced, pb, clk);
  output    pb_debounced; 
  input     pb;          
  input     clk;         
  reg [3:0] shift_reg;   
  always @(posedge clk) begin
    shift_reg[3:1] <= shift_reg[2:0];
    shift_reg[0] <= pb;
  end
  assign pb_debounced = ((shift_reg == 4'b1111) ? 1'b1 : 1'b0);
endmodule
`timescale 1ns / 1ps
module lab05(clk, rst, money_5, money_10, cancel, check, count_down, LED, DIGIT, DISPLAY);
    input clk;
    input rst;
    input money_5;
    input money_10;
    input cancel;
    input check;
    input count_down;
    output reg[15:0] LED;
    output [3:0] DIGIT;
    output [6:0] DISPLAY;
    reg[3:0] BCD3,BCD2,BCD1,BCD0;
    wire clk26, clk16, clk13;
    ClockDivider #(.n(13)) clock_13(clk,clk13);
    ClockDivider #(.n(16)) clock_16(clk,clk16);
    ClockDivider #(.n(26)) clock_26(clk,clk26);
    wire money_5_d, money_10_d, cancel_d, check_d, count_d;
    debounce m5(money_5_d, money_5, clk16);
    debounce m10(money_10_d, money_10, clk16);
    debounce c(cancel_d, cancel, clk16);
    debounce cdeb(check_d, check, clk16);
    debounce countDeb(count_d, count_down, clk16);
    wire money_5_one, money_10_one, cancel_one, check_one, count_one;
    onepulse m5one(money_5_one, clk16, money_5_d);
    onepulse m10one(money_10_one, clk16, money_10_d);
    onepulse c_one(cancel_one, clk16, cancel_d);
    onepulse cDone(check_one, clk1, check_d);
    onepulse countone(count_one, clk16, count_d);
    LED7SEG seven(DIGIT, DISPLAY, clk13, BCD3, BCD2, BCD1, BCD0);
    reg[3:0] next_BCD3,next_BCD2,next_BCD1,next_BCD0;
    reg [15:0] next_led;
    parameter INITIAL = 3'b000, DEPOSIT = 3'b001, RELEASE = 3'b010, CHANGE = 3'b011, AMOUNT = 3'b100;
    reg[2:0] state,next_state;
    reg[12:0] count,next_count;
    reg[8:0] bcd_delay,next_delay;
    reg[6:0] balance, next_balance;
    wire clk_select;
    assign clk_select = (state == INITIAL || state == DEPOSIT)?clk16:clk26;
    always @(posedge clk_select or posedge rst)begin
        if(rst)begin
            state <= INITIAL;
            BCD0 <= 4'b0000;
            BCD1 <= 4'b0000;
            BCD2 <= 4'b0000;
            BCD3 <= 4'b0000;
            next_led <= 16'b0;
            count <= 13'd0;
            bcd_delay<= 9'b0;
            balance <= 7'd0;
        end
        else begin
            state <= next_state;
            BCD0 <= next_BCD0;
            BCD1 <= next_BCD1;
            BCD2 <= next_BCD2;
            BCD3 <= next_BCD3;
            LED <= next_led;
            count <= next_count;
            bcd_delay<= next_delay;
            balance <= next_balance;
        end
    end
    always @(*)begin
        next_BCD0 = BCD0;
        next_BCD1 = BCD1;
        next_BCD2 = BCD2;
        next_BCD3 = BCD3;
        next_led <= LED;
        next_delay = bcd_delay;
        next_balance = balance;
        next_state = state;
        next_count = count;
        case(state)
            INITIAL:begin
                next_BCD0 = 4'd0;
                next_BCD1 = 4'd0;
                next_BCD2 = 4'd0;
                next_BCD3 = 4'd0;
                next_led = LED;
                next_state = DEPOSIT;
                next_balance = 7'd0;
                next_delay = 9'd0;
            end
            DEPOSIT:begin
                next_count = count+1;
                next_state = DEPOSIT;
                if(cancel_one)begin
                    next_count = 13'd0;
                    next_BCD2 = 4'd0;
                    next_BCD3 = 4'd0;
                    next_led = 16'b0;
                    next_state = CHANGE;
                end
                else if(money_5_one)begin
                    next_count = 13'd0;
                    if(BCD0 == 0 && BCD1 == 5) begin
                          next_BCD1 = BCD1;
                          next_BCD0 = BCD0;
                          next_BCD2 = 4'd9;
                          next_BCD3 = 4'd0;
                    end                   
                    else if(BCD0 == 4'd5)begin
                        if(BCD1<4'd5)begin
                            next_BCD1 = BCD1+1;
                            next_BCD0 = 4'd0;
                            next_BCD2 = (BCD1*10 + BCD0) / 5;
                            next_BCD3 = 4'd0;       
                        end
                    end 
                    else begin
                        next_BCD0 = 4'd5;
                    end
                end
                else if(money_10_one)begin
                    next_count = 13'd0;
                    if(BCD0 == 0 && BCD1 == 5) begin
                         next_BCD1 = BCD1;
                         next_BCD0 = BCD0;
                         next_BCD2 = 4'd9;
                         next_BCD3 = 4'd0;
                    end
                    if(BCD1<5)begin
                       next_BCD1 = BCD1+4'd1;    
                       next_BCD2 = (BCD1*10 + BCD0) / 5;
                       next_BCD3 = 4'd0;                   
                    end
                end 
                else if(check_one) begin
                     next_count = 13'd0;
                     next_BCD1 = BCD1;
                     next_BCD0 = BCD0;
                     next_BCD3 = BCD3;
                     next_BCD2 = BCD2;
                     next_led = 16'b0;
                     next_state = AMOUNT;                   
                end
                else if(count == 13'b1_1111_1111_1111)begin
                    next_count = 13'd0;
                    next_BCD2 = 4'd0;
                    next_BCD3 = 4'd0;
                    next_led = 16'b0;
                    next_state = CHANGE;
                end
            end
            AMOUNT : begin
                     next_count = 13'd0;
                     next_BCD1 = BCD1;
                     next_BCD0 = BCD0;
                     next_BCD3 = BCD3;
                     next_BCD2 = BCD2;
                     next_led = 16'b0;
                     if(count_one) begin
                        next_BCD0 = BCD0;
                        next_BCD1 = BCD1;
                        next_BCD2 = BCD2-1;
                        next_BCD3 = 4'd0;
                     end
                     else if(cancel_one) begin
                         next_count = 13'd0;
                         next_BCD2 = 4'd0;
                         next_BCD3 = 4'd0;
                         next_state = CHANGE;
                     end
                     else if(check_one) begin
                         next_BCD1 = BCD1;
                         next_BCD0 = BCD0;
                         next_BCD3 = BCD3;
                         next_BCD2 = BCD2;
                         next_state = RELEASE;
                     end
            end
            RELEASE:begin
                    next_balance = (BCD1*10+BCD0) - (BCD3*10+BCD2);
                    next_led = 16'b1;
                    next_BCD3 = 4'd10;
                    next_BCD2 = 4'd11;
                    next_BCD1 = 4'd12;
                    next_BCD0 = 4'd13;
                   next_state = CHANGE;
            end
            CHANGE:begin
                if(BCD3!=0 || BCD2!=0)begin
                    next_BCD3 = 4'd0;
                    next_BCD2 = 4'd0;
                    next_BCD1 = balance/10;
                    next_BCD0 = balance - (balance/10)*10;
                    next_state = CHANGE;
                end
                else if(BCD1>0)begin
                    next_BCD1 = BCD1 - 4'd1;
                    next_state = CHANGE;
                end
                else if(BCD0>0)begin
                    next_BCD0 = BCD0 - 4'd5;
                    next_state = CHANGE;
                end
                else begin
                    next_BCD0 = 4'd0;
                    next_BCD1 = 4'd0;
                    next_BCD2 = 4'd0;
                    next_BCD3 = 4'd0;
                    next_state = INITIAL;
                end
            end
        endcase
   end
endmodule
module onepulse (PB_single_pulse, clock, PB_debounced);
  input PB_debounced;
  input clock;
  output PB_single_pulse;
  reg PB_single_pulse;
  reg PB_debounced_delay;
  always @(posedge clock)
  begin
    if (PB_debounced == 1'b1 & PB_debounced_delay == 1'b0)
      PB_single_pulse <= 1'b1;
    else
      PB_single_pulse <= 1'b0;
    PB_debounced_delay <= PB_debounced;
  end
endmodule
==> reports/qor.yml <==
setup_path:
  cp.required_ns: 5.03
  timing.rr.end: "clock_26.cnt[25]"
  reg2reg_from: "clock_26.cnt[2]"
  crit_fanout: 5
  reg2reg_depth: 8
  cp_data_arrival_time_ns: 2.22
  crit_path_end_kind: "flip-flop"
  crit_type: "reg2reg"
  critPathLaunchType: "flip-flop"
  r2r_slack_ns: 2.81
timing:
  max_freq_ghz: 0.502
  unclocked_pins: 70
  hold_viol_final: 0
  rsz0062_at_grt: "no"
  min_period_over_period: 0.415
  fin_crit_ns: 1.99
  clock_skew_ns: 0.00930
  untimed_endpoints: 85
  finalSetupViolCount: 0
  slew_violations: 0
  fin_setup_tns_ns: 0
  worstMarginPinSlew_ns: 0.912
  slew_headroom: 0.383
  setup_ws_ns: 2.81
drt:
  drt-total-wl_um: 14700
  drtIter0Drc: 426
  antenna_left: 0
  num_antenna_cells: 0
  wl_per_cell_um: 14.5
  drc: 0
  viasPerCell: 5.70
  num_vias: 5791
  firstDrtPassIters: 5
pwr:
  p_comb_frac: 0.013
  ir_worst_vdd_v: 0.000433
  power_leakage_nw: 3.15
  power_frac_seq: 0.550
  power_switching_uw: 172
  internal_power_uw: 658
  pwr-share-clk: 0.437
  power.density_nw_per_um2: 108
  switching_share: 0.207
clocking:
  cts_resized: 0
  clk_pin_slew_ns: 0.08
  clk_root_buffer_cell: "clkbuf_16"
  ctsHoldBuffers: 0
  h-tree-depth: 2
  cts_tree: "done"
  insertion_delay_ns: 0.30
  cts-buffers-inserted: 5
  clock_path_buffers: 2
  postCtsSetupBuffers: 0
yosys:
  syn_area_um2: 7300
  ys_seq_share: 0.375
  netlist_instances: 831
  top_area_cell: "dfxtp_1"
  topCellsByArea: "dfxtp_1, dfrtp_1, ha_1, xnor2_1, nand2_1"
  numSynthFlops: 125
  synth-simple-area-share: 0.207
  synth_warnings: 41
  ys_sh_aoi: 0.194
  synthDistinctLibCells: 85
  syn_avg_cell_area_um2: 8.78
  netlist_top_cells_count: "dfxtp_1, nand2_1, nor2_1, o21ai_0, xnor2_1"
  top_cell_area_share: 0.228
  xor_share: 0.0854
  synth_dominant_cell_count: "dfxtp_1"
  edf_count: 4
  mux_share: 0.0153
  ys_sh_adder: 0.0717
  yosysChipArea_um2: 7300
  ff_type: "dfxtp_1"
  ys_async_sr_fraction: 0.304
  ys_cells: 831
  netlist_logic_family_top: "simple AND/OR/NAND/NOR gates"
floorplanning:
  die_w_um: 123
  rows: 43
  fp_util: 0.520
  dieArea_um2: 15100
  die_height_um: 123
  num_io_pins: 34
  core_um2: 14000
placement:
  pre_cts_ws_ns: 2.81
  placed_area_um2: 7550
  gp_congestion: 0.891
  portBuffers: 16
  hpwl_um: 11300
run:
  warnings: 34
  maxCapViolCount: 0
grt:
  met2_usage: 0.323
  use_met3: 0.0133
  grt_pass1_wl_um: 24600
  use_met1: 0.345
  grt_usage: 0.208
  busiest_layer: "met1"
  grt_overflow_total: 0
  grt_pass1_vias: 5155
  grt_max_degree: 39
  antenna_found_initial: 0
finish:
  final_area_um2: 7700
  layout-drive-gt1-share: 0.0478
  nFillCells: 1214
  regMostFlops: "clock_26.cnt"
  largest_reg_flops: 26
  reg_top3: "clock_26.cnt: 26 flops, clock_16.cnt: 16 flops"
  area_delta_synth_final_pct: 5.49
worst_hold_path:
  hold_end: "clock_13.cnt[0]"
  min_path_cells: 1
  hold_start: "clock_13.cnt[0]"
  min-delay-path-class: "reg2reg"
run_status:
  outcome: "finished, final reports clean"
placed cells by master (no fill, tap or decap), types with 4 or more instances in the layout:
cell and n:
a2111oi_0 5, a211oi_1 5, a21o_1 7, a21oi_1 45, a221o_1 4, a22oi_1 7, a31oi_1 4, and2_1 6
and3_1 24, and4_1 5, clkbuf_16 5, clkdlybuf4s50_1 16, conb_1 16, dfrtp_1 37, dfxtp_1 83, edfxtp_1 4
fa_1 5, ha_1 33, inv_1 43, mux2_2 5, mux2i_1 4, nand2_1 82, nand2b_1 10, nand3_1 37
nand4_1 15, nor2_1 60, nor2b_1 16, nor3_1 15, nor4_1 4, o211ai_1 9, o21ai_0 58, o21ai_1 4
o221ai_1 5, o22ai_1 10, o31ai_1 6, or2_2 4, or3_1 5, xnor2_1 46, xor2_1 20
final cells by class:
class	count	area, um^2	share of cell area
Timing Repair Buffer	18	175	0.0228
Clock buffer	5	125	0.0163
Multi-Input combinational cell	640	4240	0.551
Tap cell	180	225	0.0293
Sequential cell	125	2730	0.355
Inverter	45	169	0.0219
Clock inverter	3	26.3	0.00341
power groups by stage:
stage	registers, mW	logic (mW)	clock network, mW
5_1_grt	0.456	0.0134	0.388
4_1_cts	0.456	0.0119	0.375
6_report	0.456	0.0111	0.363
routing by layer:
layer | vias to the layer above | share of wire
li1 | 2970 | -
met3 | 7 | 0.031
met4 | 0 | 0.0090
met1 | 2716 | 0.51
met5 | - | 0
met2 | 98 | 0.45
cells by family after synthesis:
group                    Yosys count
buffers and inverters             81
AND/OR/NAND/NOR                  298
adder cells (fa/ha/maj)           39
XOR/XNOR                          68
other                              1
multiplexers                      10
flip-flops                       125
AND-OR/OR-AND                    209
critical path, cell delays in order, from the launching register on:
cell and delay [ns]:
dfxtp_1 0.38, and3_1 0.19, and2_1 0.17, and3_1 0.20, nor2b_1 0.20, nor2b_1 0.33
nand2_1 0.12, nor3_1 0.18, xor2_1 0.16
metrics by stage:
step	util	power, mW	instances	hold slack [ns]
floorplan	-	0.480	846	0.383
global placement	0.537	0.478	1008	0.393
detailed placement	0.537	0.478	1008	0.404
CTS	0.548	0.842	1016	0.420
global route	0.548	0.857	1016	0.431
finish	0.548	0.829	1016	0.424
worst max path at each step:
stage | start | endpoint | slack, ns | cells after the start
CTS | clock_26.cnt[2] | clock_26.cnt[25] | 2.78 | 8
global route | clock_26.cnt[2] | clock_26.cnt[25] | 2.57 | 8
finish | clock_26.cnt[2] | clock_26.cnt[25] | 2.81 | 8
Power and IR drop assume default switching activity.
